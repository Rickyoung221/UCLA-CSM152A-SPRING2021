File: design/flow/config.mk
export PLATFORM = sky130hd
export DESIGN_NAME = clock_gen
export DESIGN_NICKNAME = clock_gen
export VERILOG_FILES = /design/flow/design.v
export SDC_FILE = /design/flow/constraint.sdc
export NUM_CORES = 4
export LEC_CHECK = 1
export CORE_UTILIZATION = 30
File: design/flow/constraint.sdc
current_design clock_gen

set clk_period 2.2
set clk_io_pct 0.2

create_clock -name clk0 -period $clk_period [get_ports {clk_in}]

set non_clock_inputs [all_inputs -no_clocks]
set_input_delay [expr $clk_period * $clk_io_pct] -clock clk0 $non_clock_inputs
set_output_delay [expr $clk_period * $clk_io_pct] -clock clk0 [all_outputs]
File: design/flow/design.v
`timescale 1ns / 1ps
module clock_gen(
input clk_in,
input rst,
output clk_div_2,
output clk_div_4,
output clk_div_8,
output clk_div_16,
output clk_div_32,
output clk_div_26,
output clk_div_3,
output clk_pos,
output clk_neg,
output clk_div_5,
output clk_div,
output [7:0] toggle_counter
);
clock_div_two task1(
	.clk_in (clk_in),
	.rst (rst),
	.clk_div_2(clk_div_2),
	.clk_div_4(clk_div_4),
	.clk_div_8(clk_div_8),
	.clk_div_16(clk_div_16)
);
clock_div_thirty_two task2 (
	.clk_in(clk_in),
	.rst(rst),
	.clk_div_32(clk_div_32)
);
clock_div_twenty_six task3(
	.clk_in (clk_in),
	.rst (rst),
	.clk_div_26 (clk_div_26)
);
clock_div_three task456(.clk_in(clk_in),
	.rst(rst),
	.clk_div_3(clk_div_3),
	.clk_pos(clk_pos),
	.clk_neg(clk_neg)
);
clock_div_five task7(
	.clk_in (clk_in),
	.rst (rst),
	.clk_div_5 (clk_div_5)
);
clock_pulse task8(
	.clk_in(clk_in),
	.rst(rst),
	.clk_div(clk_div)
);
clock_strobe task9(
	.clk_in (clk_in),
	.rst (rst),
	.toggle_counter (toggle_counter)
);
endmodule
module clock_div_two(clk_in, rst, clk_div_2, clk_div_4,clk_div_8, clk_div_16);
input clk_in, rst;
output clk_div_2, clk_div_4, clk_div_8, clk_div_16;
reg	[3:0]	a;
always@(posedge clk_in )
	begin
		if(rst)
			a <= 4'b0000;
		else 
			a <= a + 1'b1;
	end
assign clk_div_2 = a[0];
assign clk_div_4 = a[1];
assign clk_div_8 = a[2];
assign clk_div_16 = a[3];
endmodule
module clock_div_thirty_two(clk_in, rst, clk_div_32);
input clk_in, rst;
output reg clk_div_32;
reg	[3:0]	a;
always@(posedge clk_in )
begin
	if(rst)
		begin
			a <= 4'b0000;
			clk_div_32<=1'b0;
		end
	else 
		begin
			a <= a + 1'b1;
			if(a == 4'b1111)   
				clk_div_32 <= ~clk_div_32;   
	end
end
endmodule
module clock_div_twenty_six(clk_in, rst, clk_div_26);
input clk_in, rst;
output reg clk_div_26;
reg	[3:0]	a;
always@(posedge clk_in )
begin
	if(rst)
		begin
			a <= 4'b0000;
			clk_div_26<=1'b0;
		end
	else 
		begin
			if(a == 4'b1100)   
				begin
					clk_div_26 <= ~clk_div_26;  
					a <= 0;
				end
			else
				a <= a + 1'b1;
		end
end
endmodule
module clock_div_three(clk_in, rst, clk_div_3, clk_pos,clk_neg);
input clk_in, rst;
output clk_div_3;
output reg clk_pos, clk_neg;
reg	[1:0]	a;
always@(posedge clk_in)  
begin
	if(rst)
		begin
			a <= 2'b00;
			clk_pos <= 1'b0;
		end
	else if(a == 2'b01)
		begin
			clk_pos<= ~clk_pos;
			a <= a + 1'b1;
		end
	else if(a == 2'b10)    
		begin
			clk_pos<= ~clk_pos;
			a <= 2'b00;
		end
	else
		begin
			a <= a + 1'b1;
			clk_pos <= clk_pos;
		end
end
reg	[1:0]	b;
always@(negedge clk_in)  
	begin
		if(rst)
			begin
				b <= 2'b00;
				clk_neg <= 1'b0;
		end
		else if(b == 2'b01)
			begin
				clk_neg<= ~clk_neg;
				b <= b + 1'b1;
			end
		else if(b == 2'b10)    
			begin
				clk_neg<= ~clk_neg;
				b <= 2'b00;
			end
		else
			begin
				b <= b + 1'b1;
				clk_neg <= clk_neg;
			end
end
assign clk_div_3 = clk_neg | clk_pos;   
endmodule
module clock_div_five(clk_in, rst, clk_div_5);
input clk_in, rst;
output clk_div_5;
reg 			clk_pos;
reg	[2:0]	a;
always@(posedge clk_in)   
begin
	if(rst)
		begin
			clk_pos <= 0;
			a <= 3'b000;
		end
	else if(a == 3'b010)
		begin
			clk_pos <= ~clk_pos;
			a <= a + 1'b1;
		end
	else if(a == 3'b100)   
		begin
			clk_pos <= ~clk_pos;
			a <= 3'b000;
		end
	else
		begin
			clk_pos <= clk_pos;
			a <= a + 1'b1;
		end
end
reg 			clk_neg;
reg	[2:0]	b;
always@(negedge clk_in)   
	begin
		if(rst)
			begin
				clk_neg <= 0;
				b <= 3'b000;
			end
		else if(b == 3'b010)
			begin
				clk_neg <= ~clk_neg;
				b <= b + 1'b1;
			end
		else if(b == 3'b100)   
			begin
				clk_neg <= ~clk_neg;
				b <= 3'b000;
			end
	else
			begin
				clk_neg <= clk_neg;
				b <= b + 1'b1;
			end
	end
assign clk_div_5 = clk_neg | clk_pos;
endmodule
module clock_pulse(clk_in, rst, clk_div);
input clk_in, rst;
output reg clk_div;
reg			clk_div_100;
reg	[6:0]	a;
always@(posedge clk_in)
	begin
		if(rst)
			begin
				a <= 7'd0;
				clk_div_100 <= 1'b0;
			end
		else if(a == 7'd98)
				begin
					a <= a + 1'b1;
					clk_div_100 <= ~clk_div_100;
				end
		else if(a == 7'd99)  
				begin
					a <= 7'd0;
					clk_div_100 <= ~clk_div_100;
				end
		else
				begin
					a <= a + 1'b1;
					clk_div_100 <= clk_div_100;
				end
end
always@(posedge clk_in)
	begin
		if(rst)
			begin
				clk_div <= 0;
			end
		else if(clk_div_100)  
			begin
				clk_div <= ~clk_div;   
			end
		else
			clk_div <= clk_div;
	end
endmodule
module clock_strobe(clk_in, rst, toggle_counter);
input clk_in, rst;
output reg [7:0] toggle_counter;
reg strobe;
reg [1:0] a;
always @ (posedge clk_in) 
begin
	if (rst) 
		begin
			a <= 4'b00;
			strobe <= 1'b0;
			toggle_counter <= 8'b0000_0000;
		end
	else 
		begin
			a <= a + 1'b1;
			strobe <= a[1];		
			if (strobe) 
				begin					
					toggle_counter <= toggle_counter - 3'b101; 
					strobe <= ~strobe;
				end
			else
				toggle_counter <= toggle_counter + 2'b11;	 
		end
end
endmodule
File: design/flow/run.sh
#!/bin/bash
# OpenROAD 26Q1-2900-gdf79404cd8, Yosys 0.63+post, stock flow scripts
make -C /OpenROAD-flow-scripts/flow DESIGN_CONFIG=/design/flow/config.mk WORK_HOME=/design/flow/orfs finish
==> flow_summary.yaml <==
# physical design summary
global_route:
  grt_max_degree: 38
  grt_pass1_vias: 1216
  antenna_found_initial: 0
  grt_pass1_wl_um: 5240
  grt_usage_pct: 8.88
  grt_overflow_total: 0
clocking:
  clock_latency_ns: 0.30
  cts_buffer_depth: 2
  cts_max_level: 2
  cts_buffers: 5
  cts_sinks: 48
  cts-root-buf: "clkbuf_8"
  cts_tree: "yes"
  path_clk_slew_ns: 0.09
critical_path:
  worstPathRequired_ns: 1.76
  cp_max_fo: 2
  crit_path_start_kind: "register"
  crit_family: "flip-flops"
  crit_path_top_delay_cell: "dfxtp_2"
  worst_ep_arrival_time_ns: 2.08
  path_buffers: 1
  slowest_delay_ns: 0.31
  crit_chain: "or2_4, buf_6"
  crit_type: "register to output pin"
  critPathCaptureType: "output pin"
floorplan:
  coreArea_sq_um: 6460
  fp-utilization_pct: 31.7
  rows: 29
  die-area_sq_um: 7160
  chipHeight_um: 84.6
  ios: 21
  die_w_um: 84.6
detailed_routing:
  wirelength_um: 2860
  detail_route.wl_per_cell_um: 8.92
  drtAntennaViolNets: 0
  antennaDiodeCount: 0
  dr.pass1.iters: 6
  drt_iter0_markers: 60
  vias_per_cell: 4.28
  vias: 1375
  drcViolationCount: 0
sta:
  fin_skew_ns: 0.00538
  max_slew.worst_pin.slew_ns: 0.374
  relSlewSlack_pct: 75.0
  maxSlewViolCount: 0
  setup_viol: 3
  rsz0062_at_grt: "true"
  hold_viol_final: 0
  setup_slack_ns: -0.319
  whs_ns: 0.436
synthesis:
  ys_area_sq_um: 2050
  ys_seq_share_pct: 46.9
  synth.distinct_cells: 32
  avgSynthCellArea_sq_um: 9.70
  ys_ff: 48
  synth_area_sq_um: 2050
  yosys_warnings: 7
  ys_cells: 211
  netlist_instances: 211
cells_and_area:
  layout_top_cell: "dfxtp_1"
  drive_above_1_share_pct: 9.43
  final_cell_mix: "dfxtp_1, nor2_1, inv_1, ha_1, clkdlybuf4s50_1"
  area_growth_pct: 21.4
  final_util_pct: 38.5
pwr:
  power_uw: 1910
  leakage_uw: 0.00103
  ir_worst_vdd_v: 0.000300
  powerDensity_nw_per_um2: 767
placed_design:
  hpwlAfterDp_um: 1920
  globalplace.congestion: 0.746
  portBuffers: 20
status:
  status: "finished, violations left"
  violations: "negative setup slack"
worst_hold_path:
  min_path_type: "register to register"
job:
  warnings: 43
  cap_viol_max_count: 0
## power by group
group / internal, uW / leakage (uW) / switching, uW / total, uW
Combinational: 194 / 0.000547 / 115 / 309
Sequential: 947 / 0.000395 / 59.4 / 1010
Clock: 277 / 0.0000861 / 315 / 592
Total: 1420 / 0.00103 / 490 / 1910
## layer usage
metal  up-vias  global-route usage (%)  share of wire [%]
met5         -                       0                  0
met4         0                    1.39                1.7
met3         5                    2.49                3.9
met2        15                    13.0                 41
met1       601                    13.7                 53
li1        754                       -                  -
## state kept, by name, indices dropped and copies added, names as in the netlist
name                  cells
task7.b                   3
task7.clk_pos             1
task456.b                 2
task3.clk_div_26          1
task456.clk_neg           1
task9.a                   2
task7.a                   3
task1.a                   4
task7.clk_neg             1
task9.toggle_counter      8
task9.strobe              1
task456.clk_pos           1
task456.a                 2
task2.clk_div_32          1
task8.clk_div_100         1
task8.a                   7
task2.a                   4
task8.clk_div             1
task3.a                   4
## cell usage after synthesis
cell | number | area share, %
nand4bb_2 | 1 | 0.79
o21ai_0 | 4 | 0.98
or3b_1 | 1 | 0.43
a21o_1 | 1 | 0.37
dfxtp_1 | 48 | 47
xnor2_1 | 10 | 4.3
nor2b_1 | 6 | 1.8
ha_1 | 21 | 13
and2_1 | 6 | 1.8
or2_2 | 2 | 0.61
nor2_1 | 30 | 5.5
or3_1 | 1 | 0.31
clkbuf_1 | 6 | 1.1
a211oi_1 | 4 | 1.5
o211ai_2 | 1 | 0.61
nor3b_1 | 2 | 0.73
a21oi_1 | 11 | 2.7
nor3_2 | 1 | 0.49
nand3b_1 | 1 | 0.37
inv_1 | 18 | 3.3
o21a_1 | 1 | 0.37
nand3_1 | 7 | 1.7
a31oi_1 | 1 | 0.31
nand2b_1 | 3 | 0.92
mux2i_1 | 3 | 1.5
xor2_1 | 11 | 4.7
and3_1 | 1 | 0.31
a21oi_2 | 1 | 0.43
o32ai_1 | 1 | 0.43
nor3_1 | 5 | 1.2
or4_1 | 1 | 0.37
nand4_1 | 1 | 0.31
## stage by stage
step,worst slack [ns],cells,cell area [sq um],TNS [ns]
2_1_floorplan,-0.0618,211,2050,-0.307
3_3_place_gp,-0.321,305,2340,-2.07
3_5_place_dp,-0.337,305,2340,-2.11
4_1_cts,-0.329,322,2490,-0.957
5_1_grt,-0.352,321,2480,-0.929
6_report,-0.319,321,2480,-0.835
## final cells by class
class / count / area, sq um
Fill cell: 628 / 3970
Multi-Input combinational cell: 139 / 1000
Sequential cell: 48 / 963
Timing Repair Buffer: 25 / 239
Tap cell: 77 / 96.3
Clock buffer: 7 / 86.3
Inverter: 17 / 63.8
Clock inverter: 8 / 35.0
## cells by family (layout without fill, tap and decap cells)
group | after synthesis | after routing | synth area share (%)
AOI/OAI and AO/OA | 25 | 25 | 7.64
muxes | 3 | 3 | 1.47
adders and majority gates | 21 | 21 | 12.8
xor gates and xnor gates | 21 | 21 | 8.99
DFF | 48 | 48 | 46.9
buffers and inverters | 24 | 57 | 4.40
and+or+nand+nor | 69 | 69 | 17.7
## what timing repair did
action                     in CTS  in global routing
pin swaps                       2                  0
hold buffers                    0                  0
setup buffers                   3                  0
hold endpoints to repair        0                  0
setup endpoints to repair       3                  3
resized                        16                  1
## path summary, 6_finish.rpt
path	start	endpoint	slack, ns	depth (start not counted)
hold reg to reg	task9.a[0]	task9.a[0]	0.44	1
hold / removal	task9.a[0]	task9.a[0]	0.44	1
setup / recovery	task7.clk_neg	clk_div_5	-0.32	2
setup reg to reg	task9.strobe	task9.toggle_counter[7]	0.57	5
No activity file was given, so power comes from the tool's default toggle rates.
