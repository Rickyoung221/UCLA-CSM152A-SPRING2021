File: config.mk
export PLATFORM = sky130hd
export DESIGN_NAME = FPCVT
export DESIGN_NICKNAME = FPCVT
export VERILOG_FILES = /design/flow/design.v
export SDC_FILE = /design/flow/constraint.sdc
export NUM_CORES = 4
export LEC_CHECK = 1
export CORE_AREA = 10 10 81 81
export DIE_AREA = 0 0 91 91
File: constraint.sdc
current_design FPCVT

set clk_period 9.6
set clk_io_pct 0.2

create_clock -name clk0 -period $clk_period

set non_clock_inputs [all_inputs -no_clocks]
set_input_delay [expr $clk_period * $clk_io_pct] -clock clk0 $non_clock_inputs
set_output_delay [expr $clk_period * $clk_io_pct] -clock clk0 [all_outputs]
File: design.v
`timescale 1ns / 1ps
module FPCVT(D, S, E, F);
	 input wire [12:0] D;  
	 output reg S;  
	 output reg [2:0] E;  
	 output reg [4:0] F;  
	 reg [12:0] abs_value;  
	 reg sixth_bit;  
	 always @(D) begin
			S = D[12];
			if (D[12] == 1'b0)  
				abs_value = D[12:0];
			else if (D[12:0] == 13'b1_0000_0000_0000)  
				abs_value = 13'b1_1111_1111_1111;
			else	 
				begin
					abs_value = ~D[12:0] + 1'b1;
				end
			E = 3'b111;
			F = 5'b1_1111;
			sixth_bit = 1'b0;
			if (abs_value[12:5] == 8'b0000_0000) 
				begin
					E[2:0] = 3'b000;
					F[4:0] = abs_value[4:0];
					sixth_bit = 1'b0;
				end
			else if (abs_value[12:6] == 7'b000_0000)
				begin
					E[2:0] = 3'b001;
					F[4:0] = abs_value[5:1];
					sixth_bit = abs_value[0];
				end
			else if (abs_value[12:7] == 6'b00_0000)
				begin
					E[2:0] = 3'b010;
					F[4:0] = abs_value[6:2];
					sixth_bit = abs_value[1];
				end
			else if (abs_value[12:8] == 5'b0_0000)
				begin
					E[2:0] = 3'b011;
					F[4:0] = abs_value[7:3];
					sixth_bit = abs_value[2];
				end
			else if (abs_value[12:9] == 4'b0000)
				begin
					E[2:0] = 3'b100;
					F[4:0] = abs_value[8:4];
					sixth_bit = abs_value[3];
				end
			else if (abs_value[12:10] == 3'b000)
				begin
					E[2:0] = 3'b101;
					F[4:0] = abs_value[9:5];
					sixth_bit = abs_value[4];
				end
			else if (abs_value[12:11] == 2'b00)
				begin
					E[2:0] = 3'b110;
					F[4:0] = abs_value[10:6];
					sixth_bit = abs_value[5];
				end
			else if (abs_value[12] == 1'b0)
				begin
					E[2:0] = 3'b111;
					F[4:0] = abs_value[11:7];
					sixth_bit = abs_value[6];
				end
			if (sixth_bit == 1'b1)  
					if (F == 5'b1_1111) 
							if (E == 3'b111)  
									F = 5'b1_1111;
							else  
								begin
									F = 5'b1_0000;  
									E = E + 1'b1;  
								end					
					else 
							begin
								F = F + 1'b1;
							end
			else  
					begin
						F = F;
						E = E;
					end
		end
endmodule
File: run.sh
#!/bin/bash
# OpenROAD 26Q1-2900-gdf79404cd8, Yosys 0.63+post, stock flow scripts
make -C /OpenROAD-flow-scripts/flow DESIGN_CONFIG=/design/flow/config.mk WORK_HOME=/design/flow/orfs finish
==> results_dict.tcl <==
# metrics dict for downstream scripts
set metrics [dict create \
    status "completed" \
    max_freq_ghz 0.113 \
    drive_above_1_share 0.0708 \
    fp_util 0.310 \
    crit_type "input port to output pin" \
    grt_setup_unrepaired "false" \
    die_h_um 91 \
    grt_usage 0.115 \
    yosys-stat-area_um2 1490 \
    dpl.hpwl_mm 3.71 \
    grt_max_degree 17 \
    hold_violations 0 \
    hold_path_depth 3 \
    netlist_area_um2 1490 \
    end_kind "output pin" \
    placementRows 25 \
    synthCells 220 \
    postCtsHoldBufs 0 \
    vdd_drop_max_v 0.0000217 \
    powerDensity_nw_per_um2 57.8 \
    ctsResizeCount 0 \
    slew_headroom 0.371 \
    tightest_slew_ns 0.936 \
    cp_max_fo 14 \
    antenna_left 0 \
    syn_to_final_growth_pct 15.1 \
    power.internal_mw 0.0443 \
    yosys.cell_types.count 68 \
    yosys-stat-cells 220 \
    yosysSeqAreaShare 0 \
    worstPathArrival_ns 6.89 \
    final_max_slew_viol_count 0 \
    hp-class "input port to output pin" \
    num-fill-cells 537 \
    wl_mm 4.76 \
    flops 0 \
    seqCellArea_um2 0 \
    power_frac_comb 1.000 \
    period_used_share 0.918 \
    grt_pass1_vias 1679 \
    wl_per_cell_um 16.3 \
    first_pass_iters 4 \
    antenna_found_initial 0 \
    p_seq_frac 0 \
    syn_area_per_cell_um2 6.78 \
    switchingPower_mw 0.0550 \
    grt_pass1_wl_mm 8.33 \
    diodes 0 \
    warnings 32 \
    start_kind "input port" \
    lay_top_count "clkdlybuf4s50_1" \
    die-width_um 91 \
    comb_area_um2 1370 \
    cp.required_ns 7.68 \
    vias_per_cell 6.09 \
    clkbuf_count 0 \
    max-cap-violations 0 \
    p_leak_nw 0.538 \
    dpl-instance-area_um2 1720 \
    lay_top_cells "clkdlybuf4s50_1 (22), a21oi_1 (16), nor2_1 (15), nand2_1 (15), o21ai_0 (11)" \
    dieArea_um2 8280 \
    numPortBuffers 22 \
    vias 1785 \
    core-area_um2 4820 \
    gp_congestion 0.943 \
    switching_share 0.554 \
    overflow 0 \
    setup-tns-final_ns 0 \
    final_area_um2 1720 \
    fin_crit_ns 8.81 \
    yosysWarnings 1 \
    drc 0 \
    drt_iter0_drc 265 \
    io_pins 22 \
    setup_violations 0 \
    power_mw 0.0993 \
    cts_setup_buffers 0 \
    power_frac_clock 0 \
]
==> worst paths after layout <==
check | start | end | slack (ns)
min | D[12] | S | 5.31
max | D[0] | F[1] | 0.79
==> kinds of logic (layout without fill, tap and decap cells) <==
group / after synthesis / in the layout / synth area share
mux: 3 / 3 / 0.0210
xor+xnor: 9 / 9 / 0.0578
fa+ha+maj: 3 / 3 / 0.0251
compound gates: 88 / 88 / 0.440
buf+inv: 26 / 32 / 0.0830
simple gates: 91 / 91 / 0.373
==> per-stage QoR <==
step / cells / util / hold WS, ns / setup WS (ns)
finish: 293 / 0.357 / 5.31 / 0.786
global placement: 293 / 0.357 / 5.28 / 0.918
CTS: 293 / 0.357 / 5.29 / 0.806
detailed placement: 293 / 0.357 / 5.28 / 0.800
floorplan: 220 / - / 3.91 / 2.46
global route: 293 / 0.357 / 5.38 / 0.298
==> worst max-delay path: stages <==
cell and delay (ns):
clkdlybuf4s50_1 0.50, inv_1 0.11, ha_1 0.19, nor3b_2 0.64, a31oi_1 0.18, nor3_1 0.81, nor3_2 0.19, a211o_1 0.32
o221ai_1 0.18, nand2_1 0.12, inv_1 0.07, ha_1 0.22, inv_1 0.09, or3b_1 0.43, nand2b_1 0.16, a311o_1 0.34
clkdlybuf4s50_1 0.41
==> per-layer routing <==
metal / up-vias / wire (um) / global-route usage
met5: - / 0 / 0
met2: 82 / 2080 / 0.175
met1: 806 / 2230 / 0.170
li1: 893 / - / -
met3: 4 / 409 / 0.0191
met4: 0 / 38 / 0.0117
==> final cells by class <==
class                           count  share of cell area
Inverter                            8              0.0175
Multi-Input combinational cell    194               0.797
Tap cell                           67              0.0488
Timing Repair Buffer               24               0.137
==> power by group through the flow <==
stage	Combinational, mW	Clock (mW)	Sequential (mW)
4_1_cts	0.0990	0	0
5_1_grt	0.111	0	0
6_report	0.0993	0	0
==> synth_stat cells (5+ instances only) <==
cell type,number,area (um2)
inv_1,6,22.5
o211ai_1,8,60.1
nor3_1,8,40.0
o21ai_0,11,55.1
a211oi_1,6,45.0
buf_2,6,30.0
a31oi_1,5,31.3
nor2_1,15,56.3
nand2_1,15,56.3
clkbuf_1,8,30.0
nand3_1,7,35.0
a21oi_1,16,80.1
or3_1,5,31.3
Power and IR drop assume default switching activity.
