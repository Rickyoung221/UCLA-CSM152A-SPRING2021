--- design/flow/run.sh ---
#!/bin/bash
# OpenROAD 26Q1-2900-gdf79404cd8, Yosys 0.63+post, stock flow scripts
make -C /OpenROAD-flow-scripts/flow DESIGN_CONFIG=/design/flow/config.mk WORK_HOME=/design/flow/orfs finish
--- design/flow/config.mk ---
export PLATFORM = sky130hd
export DESIGN_NAME = parking_meter
export DESIGN_NICKNAME = parking_meter
export VERILOG_FILES = /design/flow/design.v
export SDC_FILE = /design/flow/constraint.sdc
export NUM_CORES = 4
export LEC_CHECK = 1
export CORE_UTILIZATION = 50
--- design/flow/constraint.sdc ---
current_design parking_meter

set clk_period 14.1
set clk_io_pct 0.2

create_clock -name clk0 -period $clk_period [get_ports {clk}]

set non_clock_inputs [all_inputs -no_clocks]
set_input_delay [expr $clk_period * $clk_io_pct] -clock clk0 $non_clock_inputs
set_output_delay [expr $clk_period * $clk_io_pct] -clock clk0 [all_outputs]
--- design/flow/design.v ---
`timescale 1ns / 1ps
module parking_meter(
input		clk,	 
input		rst,
input		rst1,
input		rst2,
input		add1,
input		add2,
input		add3,
input		add4,
output	[3:0]	val1,		 
output	[3:0]	val2,        
output	[3:0]	val3,        
output	[3:0]	val4,        
output	reg[6:0]	led_seg,	 
output			a1,a2,a3,a4
    );
parameter idle  = 2'b00,low_180_s = 2'b01,grater_180 = 2'b10;	
reg		[1:0]	state = 2'b00;	
reg	[13:0]		time_counter;
reg	[6:0]		time_1s;
wire	key_en = rst2 | rst1 | add4 | add3 | add2 |add1;
always@(posedge clk )
begin
if(rst)
	begin
	state <= idle;
	end
else if(time_counter ==0)
	state <= idle;
else if(time_counter<180)
	state <= low_180_s;
else
	state <= grater_180;
end
always@(posedge clk )	
begin
if(rst)
	begin
	time_counter <= 14'd0;
	time_1s <= 0;
	end
else if(key_en)
	begin
		time_1s <= 0;
		if(rst1)
			time_counter <= 16;
		else if(rst2)
			time_counter <= 150;
		else if(add4)
			begin
			if(time_counter <= 14'd9699)
				time_counter <= time_counter + 300;
			else	
				time_counter <= 9999;
			end
		else if(add3)
			begin
			if(time_counter <= 14'd9819)
				time_counter <= time_counter + 180;
			else	
				time_counter <= 9999;
			end
		else if(add2)
			begin
			if(time_counter <= 14'd9879)
				time_counter <= time_counter + 120;
			else	
				time_counter <= 9999;
			end
		else if(add1)
			begin
			if(time_counter <= 14'd9939)
				time_counter <= time_counter + 60;
			else	
				time_counter <= 9999;
			end
	end
else 
	begin
	if(time_1s == 99)
		begin
		time_1s <=0;
		if(time_counter !=0)
			time_counter <= time_counter - 1;
		else
			time_counter <= 0;
		end
	else
		time_1s <= time_1s + 1;
	end
end
reg				seg_disp_en=1;	
always@(posedge clk )
begin
if(state == idle)
	begin
	if(time_1s == 99)
		begin
		seg_disp_en <= 0;
		end
	else if(time_1s == 49)
		begin
		seg_disp_en <= 1;
		end
	end
else if(state == low_180_s)
	begin
	if(time_1s == 1)
		begin
		if(time_counter[0])
			seg_disp_en <= 0;
		else
			seg_disp_en <= 1;
		end
	end
else if(state == grater_180)
	begin
	seg_disp_en <= 1;
	end
end
wire [3:0]ones 		;
wire [3:0]tens 	    ;
wire [3:0]hundreds  ;
wire [3:0]thousands ;
assign ones 	=  time_counter% 10;
assign tens 	= (time_counter/ 10) % 10;
assign hundreds = (time_counter/ 100) % 10;
assign thousands= (time_counter/ 1000) % 10;	
assign val1=ones 	  ;
assign val2=tens 	  ;
assign val3=hundreds  ;
assign val4=thousands ;
reg	[1:0]	sen_num =0;
reg	[3:0]	an = 4'b0;
always@(posedge clk )
begin
sen_num <= sen_num + 1;
if(seg_disp_en)
	begin
	case(sen_num)
		0:
			begin
			an <= 4'b0111;
			led_seg <= seg(thousands);
			end
		1:
			begin
			an <= 4'b1011;
			led_seg <= seg(hundreds);
			end
		2:
			begin
			an <= 4'b1101;
			led_seg <= seg(tens);
			end
		3:
			begin
			an <= 4'b1110;
			led_seg <= seg(ones);
			end
	endcase
	end
else
	begin
	an <= 4'hf;
	end
end
assign {a4,a3,a2,a1} = an;
    function [6:0] seg (input [3:0] digit);
    begin
        case (digit)
            1: seg = 7'b1001111;
            2: seg = 7'b0010010;
            3: seg = 7'b0000110;
            4: seg = 7'b1001100;
            5: seg = 7'b0100100;
            6: seg = 7'b0100000;
            7: seg = 7'b0001111;
            8: seg = 7'b0000000;
            9: seg = 7'b0000100;
            default: seg = 7'b0000001; 
        endcase
    end 
    endfunction	
endmodule
==> metrics.cfg <==
[status]
run_status=finished, final reports clean

[final_layout]
mi_logic_area_um2=9760
fin_util_pct=54.7
final-seq-area_um2=823
layout.filler_cells=2147
syn2layout_area_growth_pct=7.00
drive_above_1_share_pct=8.63

[power]
peakVddDrop_v=0.000100
power-per-cell-area_nw_per_um2=127
cellLeakagePower_nw=4.51

[placed_design]
port_buffers=34
place.detailed.hpwl_um=29100
globalplace.congestion=1.02

[final_timing]
rsz_0062_raised_after_global_routing=false
fmax_mhz=74.9
finalCriticalPeriod_ns=13.35
finClkSkew_ns=0.00400
max-slew-margin-rel_pct=35.6
hold_viol=0
final.period_utilization_pct=94.7
timing_worst_slew_pin_value_ns=0.957
setup_violations=0
finalMaxSlewViolations=0
total_negative_slack_ns=0

[synth]
yosysUniqueCellTypes=116
register_share_after_synthesis_pct=7.34
synth.largest_area_cell=sky130_fd_sc_hd__nand2_1
synthFlopType=sky130_fd_sc_hd__dfxtp_1
number_of_standard_cells_reported_by_yosys=1706
post_synth_most_frequent_cells=sky130_fd_sc_hd__nand2_1 (195), sky130_fd_sc_hd__nor2_1 (192), sky130_fd_sc_hd__o21ai_0 (126)
async_flop_share_pct=0
count_of_flip_flops_with_a_built_in_enable_after_synthesis=8
ys_seq_elements=37
ys.warnings.count=1
yosys.stat.chipArea_um2=11200
synth_area_per_cell_um2=6.56
synthMostInstantiatedCell=sky130_fd_sc_hd__nand2_1
synth.top_cells.by_area=sky130_fd_sc_hd__nand2_1 (6.5%), sky130_fd_sc_hd__nor2_1 (6.4%), sky130_fd_sc_hd__ha_1 (6.4%)
synth.top_cell.area_share_pct=6.54
postSynthCellCount=1706
mappedNetlistArea_um2=11200

[global_route]
global_route.usage.total_pct=33.6
grt_start_max_net_pins=50
grt_antenna_before_repair=0
global_route_wire_length_before_repair_um=61200
globalRoute.totalOverflow=0
first_global_vias=11500

[clocking]
clkSlewWorstSetupHoldPaths_ns=0.06
clk_root_buffer_cell=sky130_fd_sc_hd__clkbuf_16
cts_tree=done
cts.sinks=37
cts-buffers-inserted=5
htreeDepth=2
hold_buffers=0
clock_tree.buffer_depth=2
clkLatencyLatePin_ns=0.29

[setup_path]
critical_path.startpoint_type=flop
timing.setup.critical_path_class=reg -> out
worstSetupEndpointType=primary output
timing.critical_path.slowest_cell_delay_ns=0.72
critical_path.max_fanout=16
worstPathRequired_ns=11.28
crit_path_top_delay_cell=sky130_fd_sc_hd__or4b_1
critical_path_arrival_ns=10.53

[min_path]
worst_hold_path_type=reg -> reg

[drt]
dr.first_iter.drc_count=1112
remaining_drc_errors=0
route.detailed.wl_per_inst_um=19.5
antennaDiodeCount=0
antenna_violating_nets_post_route=0
vias=13200
finalWirelength_um=38200
first_pass_iters=6
drt-vias-per-instance=6.71

[die]
die_h_um=152
die-width_um=152
fp.coreArea_um2=21900
io_pins=35
fp.dieArea_um2=23000
fp_density_pct=51.1
placementRows=54

[job]
warning_count=60
max_cap_violations=0

-- flip-flops by register name, indices dropped and copies added, names as in the netlist --
name          flops
an                4
seg_disp_en       1
time_counter     14
state             2
time_1s           7
led_seg           7
sen_num           2
-- kinds of logic after synthesis --
group / Yosys count / share of synthesized area [%]
AND/OR/NAND/NOR: 692 / 30.2
flip-flops: 37 / 7.34
adder cells (fa/ha/maj): 70 / 7.54
multiplexers: 27 / 2.71
XOR/XNOR: 80 / 6.59
AND-OR/OR-AND: 638 / 39.5
buffers and inverters: 162 / 6.11
-- cell usage in the layout, fill, tap and decap left out, drive strengths merged, types with 19 or more instances in the layout --
cell           count
a211oi            41
a21oi            128
a31oi             37
and2              21
buf               39
clkdlybuf4s50     34
dfxtp             29
ha                57
inv               50
mux2i             21
nand2            200
nand2b            21
nand3             64
nor2             196
nor3              57
o211ai            38
o21ai            143
o22ai             28
o31ai             25
or3               19
xnor2             65
-- area by class of cell --
cell class	count	area share, %
Multi-Input combinational cell	1507	81.5
Tap cell	280	2.93
Timing Repair Buffer	73	5.29
Clock buffer	6	1.25
Sequential cell	37	6.88
Inverter	56	1.79
Clock inverter	2	0.324
-- power by group --
| group | internal [mW] | switching [mW] | total (mW) |
|---|---|---|---|
| registers | 0.129 | 0.00522 | 0.134 |
| clock network | 0.0949 | 0.0481 | 0.143 |
| logic | 0.498 | 0.743 | 1.24 |
-- metrics by stage --
stage               worst slack (ns)  power, mW  cell area [µm²]  cells  hold WS [ns]
CTS                            0.457       1.49            11800   1956         0.465
finish                         0.749       1.52            12000   1961         0.465
global route                  0.0968       1.65            12000   1961         0.477
global placement               0.871       1.35            11700   1948         0.442
detailed placement             0.783       1.34            11700   1948         0.452
floorplan                       2.75       1.06            11200   1706         0.429
-- routing by layer --
metal,routed length (µm),share of wire (%),up-vias,global-route usage [%]
li1,-,-,6425,-
met1,17000,44,6085,47.8
met2,17400,46,567,54.2
met3,2720,7.1,90,3.24
met4,1090,2.9,0,9.21
met5,0,0,-,0
-- what timing repair did --
| action | 4_1_cts | 5_1_grt |
|---|---|---|
| setup endpoints to repair | 0 | 6 |
| setup buffers | 0 | 5 |
| resized | 0 | 20 |
| hold endpoints to repair | 0 | 0 |
-- worst paths after layout --
| kind | start | endpoint | slack [ns] | depth (start not counted) |
|---|---|---|---|---|
| max reg2reg | time_counter[3] | led_seg[2] | 3.10 | 32 |
| min | time_1s[0] | time_1s[0] | 0.46 | 1 |
| min reg2reg | time_1s[0] | time_1s[0] | 0.46 | 1 |
| max | time_counter[3] | val2[3] | 0.75 | 29 |
-- worst max-delay path: cells and delay by family, from the launching register on --
family / cells / cell delay [ns]
AOI/OAI and AO/OA: 11 / 2.75
xor gates and xnor gates: 1 / 0.32
adders and majority gates: 1 / 0.31
buffers and inverters: 3 / 1.07
DFF: 1 / 0.37
muxes: 1 / 0.39
and+or+nand+nor: 12 / 5.03
Power figures rest on the tool's default switching activity, not on a simulated workload.
